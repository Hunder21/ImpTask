<file path="./run.sh">
#!/bin/bash
# OpenROAD 26Q1-2900-gdf79404cd8, Yosys 0.63+post, stock flow scripts
make -C /OpenROAD-flow-scripts/flow DESIGN_CONFIG=/design/flow/config.mk WORK_HOME=/design/flow/orfs finish
</file>
<file path="./config.mk">
export PLATFORM = sky130hd
export DESIGN_NAME = stream_upsize
export DESIGN_NICKNAME = stream_upsize
export VERILOG_FILES = /design/flow/design.v
export SDC_FILE = /design/flow/constraint.sdc
export NUM_CORES = 4
export LEC_CHECK = 1
export CORE_UTILIZATION = 40
export SYNTH_HDL_FRONTEND = slang
</file>
<file path="./constraint.sdc">
current_design stream_upsize

set clk_period 6.4
set clk_io_pct 0.2

create_clock -name clk0 -period $clk_period [get_ports {clk}]

set non_clock_inputs [all_inputs -no_clocks]
set_input_delay [expr $clk_period * $clk_io_pct] -clock clk0 $non_clock_inputs
set_output_delay [expr $clk_period * $clk_io_pct] -clock clk0 [all_outputs]
</file>
<file path="./design.v">
module stream_upsize #(
    parameter T_DATA_WIDTH = 1,
              T_DATA_RATIO = 2
)
(
    input logic clk,
    input logic rst_n, 
    input logic [T_DATA_WIDTH-1:0] s_data_i,
    input logic s_last_i,
    input logic s_valid_i,
    output logic s_ready_o,
    output logic [T_DATA_WIDTH-1:0] m_data_o [0:T_DATA_RATIO-1],
    output logic [T_DATA_RATIO-1:0] m_keep_o,
    output logic m_last_o,
    output logic m_valid_o,
    input logic m_ready_i
);
    typedef enum logic[1:0] {
        NEW_CYCLE = 2'b00,
        LOAD_TILL_LAST = 2'b01,
        KEEP_STATE = 2'b10
    } State;
    State state, next_state;
    localparam STATES_NUMBER = $clog2(T_DATA_RATIO);
    logic [T_DATA_RATIO-1:0] push;
    logic [T_DATA_RATIO-1:0] pop;
    logic [T_DATA_RATIO-1:0] full;
    logic [T_DATA_RATIO-1:0] empty;
    logic [T_DATA_WIDTH-1:0] data_to_FIFOS [T_DATA_RATIO];
    logic [T_DATA_WIDTH-1:0] data_from_FIFOS [T_DATA_RATIO];
    logic [STATES_NUMBER-1:0] num;
    int k;
    logic push_last, pop_last, full_last, empty_last;
    logic push_keep, pop_keep, full_keep, empty_keep;
    logic [T_DATA_RATIO:0] m_keep_FIFO;
    logic keep_go;
    logic [T_DATA_RATIO-1:0] temp;
    logic [T_DATA_RATIO:0] keep_to_FIFO;
	logic any_up;
	logic last_from_FIFO;
    assign keep_to_FIFO = m_keep_FIFO - 1'b1;
    genvar i;
    assign s_ready_o = ~|full & (state != KEEP_STATE);
    generate 
        for(i = 0 ; i < T_DATA_RATIO; i ++) begin : gen_fifos
        fifo #(.T_DATA_WIDTH(T_DATA_WIDTH), .DATA_DEPTH(16)) fifo_i 
        (
            .clk(clk),
            .rst_n(rst_n),
            .s_data_i(data_to_FIFOS[i]),
            .push(push[i]),
            .pop(pop[i]),
            .full(full[i]),
            .empty(empty[i]),
            .read_data(data_from_FIFOS[i])
        );
        assign m_data_o[i] = data_from_FIFOS[i];
        end
    endgenerate
    last_fifo #(.DATA_DEPTH(16)) last_fifo 
    (
        .clk(clk),
        .rst_n(rst_n),
        .s_data_i(s_last_i),
        .push(push_last),
        .pop(pop_last),
        .full(full_last),
        .empty(empty_last),
        .read_data(last_from_FIFO),
        .any_up(any_up)
    );
    keep_fifo #(.DATA_DEPTH(16), .T_DATA_RATIO(T_DATA_RATIO)) keep_fifo
    (
        .clk(clk),
        .rst_n(rst_n),
        .s_data_i(keep_to_FIFO[T_DATA_RATIO-1:0]),
        .push(push_keep),
        .pop(pop_keep),
        .full(full_keep),
        .empty(empty_keep),
        .read_data(m_keep_o)
    );
    assign m_valid_o = ~|empty & any_up & (state != KEEP_STATE);
    assign pop = {T_DATA_RATIO{any_up & (state != KEEP_STATE) & m_ready_i}};
    assign pop_last = any_up & (state != KEEP_STATE) & m_ready_i;
    assign m_last_o = last_from_FIFO;
    assign pop_keep = any_up & (state != KEEP_STATE) & m_ready_i;
    always_ff @(posedge clk or negedge rst_n)
    if(~rst_n)
        state <= NEW_CYCLE;
    else
        state <= next_state;
    always_ff @(posedge clk or negedge rst_n) 
    if(~rst_n)
        num <= 1;
	else if ((state == NEW_CYCLE) | (num == T_DATA_RATIO-1))
		  num <= 1;
    else if (state == LOAD_TILL_LAST) begin
        num <= num + 1'b1;
    end
    always_ff@(posedge clk or negedge rst_n)
    if(~rst_n)
        m_keep_FIFO <= 1'b1;
	else if (state == KEEP_STATE)
		  m_keep_FIFO <= 1'b1;
    else if(keep_go)
        m_keep_FIFO <= m_keep_FIFO << 1;
    always_comb begin
        next_state = state;
        push = '0;
        push_last = 1'b0;
        push_keep = 1'b0;
        keep_go = 1'b0;
        temp = '0;
        for(k = 0; k < T_DATA_RATIO; k ++)
        data_to_FIFOS[k] = '0;
        case(state)
        NEW_CYCLE: begin
            if(s_valid_i & s_ready_o & ~s_last_i)
                begin
                    next_state = LOAD_TILL_LAST;
                    push[0] = 1'b1;
                    data_to_FIFOS[0] = s_data_i;
                    keep_go = 1'b1;
                end
            else if (s_valid_i & s_ready_o & s_last_i) 
                begin
                    push = '1;
                    data_to_FIFOS[0] = s_data_i;
                    push_last = 1'b1;
                    keep_go = 1'b1;
                    next_state = KEEP_STATE;
                end
        end
        LOAD_TILL_LAST: begin
                if(s_valid_i & s_ready_o & ~s_last_i)
                    begin
                        push[num] = 1'b1;
                        data_to_FIFOS[num] = s_data_i;
                        keep_go = 1'b1;
                        if(num == T_DATA_RATIO-1) begin
                            next_state = KEEP_STATE;
                            push_last = 1'b1;
                        end
                    end
                if(s_valid_i & s_ready_o & s_last_i)
                    begin
                        temp[num] = 1'b1;
                        push = (~temp ^ (temp-1'b1)) + temp; 
                        data_to_FIFOS[num] = s_data_i;
                        next_state = KEEP_STATE;
                        push_last = 1'b1;
                        keep_go = 1'b1;
                    end
            end
        KEEP_STATE: begin
            next_state = NEW_CYCLE;
            push_keep = 1'b1;
        end
        endcase
    end
endmodule
module fifo
#
(
    parameter T_DATA_WIDTH = 1,
                DATA_DEPTH = 8
)
(
    input logic clk,
    input logic rst_n,
    input logic [T_DATA_WIDTH-1:0] s_data_i,
    input logic push, 
    input logic pop,
    output logic full,
    output logic empty,
    output logic [T_DATA_WIDTH-1:0] read_data
);
    logic [T_DATA_WIDTH-1:0] internal_memmory [DATA_DEPTH];
    localparam ADDRESS_WIDTH = $clog2(DATA_DEPTH);
    logic [ADDRESS_WIDTH-1:0] rd_pointer, wr_pointer;
    logic [ADDRESS_WIDTH:0] ext_rd_pointer, ext_wr_pointer;
    assign rd_pointer = ext_rd_pointer[ADDRESS_WIDTH-1:0];
    assign wr_pointer = ext_wr_pointer[ADDRESS_WIDTH-1:0];
    always_ff @(posedge clk or negedge rst_n) begin
        if(~rst_n)
            ext_rd_pointer <= '0;
        else if (pop)
            ext_rd_pointer <= ext_rd_pointer + 1'b1;
    end
    always_ff @(posedge clk or negedge rst_n) begin
        if(~rst_n)
            ext_wr_pointer <= '0;
        else if (push)
            ext_wr_pointer <= ext_wr_pointer + 1'b1;
    end
    always_ff @(posedge clk) begin
        if (push)
            internal_memmory[wr_pointer] <= s_data_i;
    end
    assign read_data = internal_memmory[rd_pointer];
    assign full = (rd_pointer == wr_pointer) & (ext_rd_pointer[ADDRESS_WIDTH] != ext_wr_pointer[ADDRESS_WIDTH]);
    assign empty = (rd_pointer == wr_pointer) & (ext_rd_pointer[ADDRESS_WIDTH] == ext_wr_pointer[ADDRESS_WIDTH]);
endmodule
module keep_fifo
#
(
    parameter DATA_DEPTH = 8,
              T_DATA_RATIO = 2
)
(
    input logic clk,
    input logic rst_n,
    input logic [T_DATA_RATIO-1:0] s_data_i,
    input logic push, 
    input logic pop,
    output logic full,
    output logic empty,
    output logic [T_DATA_RATIO-1:0] read_data
);
    logic [T_DATA_RATIO-1:0] internal_memmory[DATA_DEPTH];
    localparam ADDRESS_WIDTH = $clog2(DATA_DEPTH);
    logic [ADDRESS_WIDTH-1:0] rd_pointer, wr_pointer;
    logic [ADDRESS_WIDTH:0] ext_rd_pointer, ext_wr_pointer;
    assign rd_pointer = ext_rd_pointer[ADDRESS_WIDTH-1:0];
    assign wr_pointer = ext_wr_pointer[ADDRESS_WIDTH-1:0];
    always_ff @(posedge clk or negedge rst_n) begin
        if(~rst_n)
            ext_rd_pointer <= '0;
        else if (pop) begin
            ext_rd_pointer <= ext_rd_pointer + 1'b1;
        end
    end
    always_ff @(posedge clk or negedge rst_n) begin
        if(~rst_n)
            ext_wr_pointer <= '0;
        else if (push)
            ext_wr_pointer <= ext_wr_pointer + 1'b1;
    end
    always_ff @(posedge clk) begin
        if (push)
            internal_memmory[wr_pointer] <= s_data_i;
    end
    assign read_data = internal_memmory[rd_pointer];
    assign full = (rd_pointer == wr_pointer) & (ext_rd_pointer[ADDRESS_WIDTH] == ext_wr_pointer[ADDRESS_WIDTH]);
    assign empty = (rd_pointer == wr_pointer) & (ext_rd_pointer[ADDRESS_WIDTH] != ext_wr_pointer[ADDRESS_WIDTH]);
endmodule
module last_fifo
#
(
    parameter DATA_DEPTH = 8
)
(
    input logic clk,
    input logic rst_n,
    input logic s_data_i,
    input logic push, 
    input logic pop,
    output logic full,
    output logic empty,
    output logic read_data,
    output logic any_up
);
    logic [DATA_DEPTH-1:0] internal_memmory;
    localparam ADDRESS_WIDTH = $clog2(DATA_DEPTH);
    logic [ADDRESS_WIDTH-1:0] rd_pointer, wr_pointer;
    logic [ADDRESS_WIDTH:0] ext_rd_pointer, ext_wr_pointer;
    assign rd_pointer = ext_rd_pointer[ADDRESS_WIDTH-1:0];
    assign wr_pointer = ext_wr_pointer[ADDRESS_WIDTH-1:0];
    always_ff @(posedge clk or negedge rst_n) begin
        if(~rst_n)
            ext_rd_pointer <= '0;
        else if (pop) begin
            ext_rd_pointer <= ext_rd_pointer + 1'b1;
        end
    end
    always_ff @(posedge clk or negedge rst_n) begin
        if(~rst_n)
            ext_wr_pointer <= '0;
        else if (push)
            ext_wr_pointer <= ext_rd_pointer + 1'b1;
    end
    always_ff @(posedge clk or negedge rst_n) begin
        if(~rst_n)
            internal_memmory <= '0;
        else begin 
		  if (push)
            internal_memmory[wr_pointer] <= s_data_i;
		  if(pop)
			   internal_memmory[rd_pointer] <= 1'b0;
			end
    end
    assign read_data = internal_memmory[rd_pointer];
    assign full = (rd_pointer == wr_pointer) & (ext_rd_pointer[ADDRESS_WIDTH] == ext_wr_pointer[ADDRESS_WIDTH]);
    assign empty = (rd_pointer == wr_pointer) & (ext_rd_pointer[ADDRESS_WIDTH] != ext_wr_pointer[ADDRESS_WIDTH]);
    assign any_up = |internal_memmory;
endmodule
</file>
==> results_slide.txt <==
Run Summary

Final timing
  – Slew HR: 0.3826
  – Final Cycle Share: 0.6563
  – Final hold slack: 0.4977 ns
  – Final worst setup slack: 2.200 ns
  – Peak Freq: 0.2381 GHz
  – Actual slew at the worst max-slew pin: 0.9227 ns
  – Final TNS setup: 0 ns
  – Worst clock skew: 0.005716 ns
  – Final Setup Violations: 0
  – Final hold vios: 0
  – Min cycle time layout: 4.200 ns
  – RSZ-0062 raised after global routing: no
  – Slew Limit Fails: 0

Logic synthesis
  – YS warnings: 0
  – Fraction of registers with async set/reset: 0.4754
  – Syn avg cell area: 12.38 µm²
  – FF+latch count, synth: 122
  – Syn Inst Count: 494
  – Yosys Chip Area: 6116 µm²
  – Cell variety after synth: 39
  – Post-synth EDFFs: 64
  – Most used flip-flop cell: edfxtp_1
  – Post-Syn Area: 6116 µm²
  – Register share after synthesis: 0.5522
  – Yosys cell count: 494

CTS
  – H-tree depth: 4
  – Post-CTS Hold Fix Bufs: 0
  – Clk pin slew, worst setup/hold paths: 0.05 ns
  – PostCTS Resize Cnt: 0
  – CTS tree: done
  – Clock buffer depth: 2
  – Post-CTS Setup Bufs: 0
  – Root Buffer: clkbuf_16
  – Clock Sinks: 122
  – Clk latency of the worst-skew pair: 0.41 ns
  – CTS Buf Count: 17

Placement
  – RePlAce Congestion: 0.8329
  – Dpl cell area: 6331 µm²
  – Post-Place Cells: 663
  – Detail Placement HPWL: 7.769 mm
  – Pre-CTS setup slack: 2.580 ns
  – Port bufs: 12

Layout
  – Area taken by flip-flops and latches: 3377 µm²
  – Top logic cells by instance count in the layout: edfxtp_1 (64), nand2_1 (55), dfrtp_1 (55)
  – FILL cells: 1238
  – Share of layout cells above drive strength 1: 0.1448
  – Final Util: 0.4677
  – Gate Area: 2519 µm²
  – Area delta synth->final: 12.40%
  – Non-filler cells, final: 695
  – Most frequently placed logic cell in the final layout: edfxtp_1
  – Final Cell Area: 6874 µm²

Global routing
  – GRT Total Usage: 0.1664
  – Largest net degree at the start of global routing: 59
  – Vias in the first global route: 3825
  – First-pass GRT wire length: 19.71 mm
  – Initial antenna violation count: 0
  – GRT overflow: 0

Pwr
  – P_sw: 1.188 mW
  – Pleak: 2.715 nW
  – Peak VDD IR: 0.0003034 V
  – Seq pwr share: 0.411
  – Combinational Power Share: 0.331
  – Pwr Density: 480.1 nW/µm²
  – Design Power: 3.300 mW
  – Clk pwr share: 0.258
  – Switch share: 0.3599
  – Pint: 2.113 mW

Setup path
  – Critical setup path kind: register to output pin
  – CP Data Arrival Time: 2.92 ns
  – Crit. End Element: output pin
  – Critical Path RT: 5.12 ns
  – Critical path fanouts, max: 18
  – Crit start category: register

Routing
  – Ant. Diodes: 0
  – Vias: 3768
  – Antenna-violating nets left: 0
  – # DRC: 0
  – WL per Instance: 16.64 µm
  – Post-Route WL: 11.57 mm
  – TritonRoute pass-1 iters: 20
  – Vias per inst: 5.422
  – Iter 0 DRT Violations: 422

Floorplanning
  – Site row count: 44
  – Die width: 125.7 µm
  – Core area: 14700 µm²
  – Chip area: 15790 µm²
  – Ports: 13
  – Pre-Place Util: 0.4161
  – Die Y: 125.7 µm

Outcome
  – Status: finished, final reports clean

Run
  – Maxcap violations: 0
  – Tool warning count: 37

Hold path
  – Hold Crit Class: register to register
[cell families after synthesis]
logic type,after synthesis,share of synthesized area
flops,122,0.5522
buf+inv,45,0.03601
xor+xnor,38,0.05565
compound gates,8,0.008388
simple gates,213,0.1755
mux,49,0.1334
fa+ha+maj,19,0.03887
[metal layers]
metal  up-vias  track usage  routed length (µm)  part of all wire
li1       1799            -                   -                 -
met1      1858       0.2668                5358              0.46
met2        97       0.2448                5406              0.47
met3        14      0.05022                 649             0.056
met4         0      0.02152                 152             0.013
met5         -            0                   0                 0
[path summary, 6_finish.rpt]
check | startpoint | to | slack (ns) | cells past startpoint
min reg2reg | gen_fifos[1].fifo_i.ext_wr_pointer[4] | gen_fifos[1].fifo_i.ext_wr_pointer[4] | 0.50 | 1
max reg2reg | gen_fifos[0].fifo_i.ext_rd_pointer[0] | gen_fifos[1].fifo_i.internal_memmory[12] | 3.72 | 5
max in group asynchronous | rst_n | gen_fifos[1].fifo_i.ext_rd_pointer[2] | 4.86 | 2
min in group asynchronous | rst_n | last_fifo.internal_memmory[10] | 1.02 | 2
min | gen_fifos[1].fifo_i.ext_wr_pointer[4] | gen_fifos[1].fifo_i.ext_wr_pointer[4] | 0.50 | 1
max | gen_fifos[0].fifo_i.ext_rd_pointer[0] | s_ready_o | 2.20 | 5
[cells in the mapped netlist, types with 3 or more instances]
cell type,n,area share
xor2_1,17,0.024
buf_4,7,0.0086
nor2b_1,11,0.011
and3_1,15,0.015
buf_1,3,0.0018
mux2i_1,17,0.028
nand4_1,43,0.044
and2_1,5,0.0051
mux2_2,7,0.013
dfstp_2,3,0.013
nor2_1,48,0.029
ha_1,19,0.039
dfrtp_1,55,0.23
inv_1,12,0.0074
xnor2_1,20,0.029
nor4_1,6,0.0061
nor3_1,10,0.0082
nand3_1,5,0.0041
nand2b_1,6,0.0061
mux4_2,24,0.088
nand2_1,55,0.034
clkbuf_1,13,0.0080
edfxtp_1,64,0.31
buf_2,8,0.0065
[sequential cells by signal, indices dropped and copies added (netlist names), 2 cells and up]
signal / flops
state: 3
keep_fifo.internal_memmory: 32
last_fifo.internal_memmory: 16
last_fifo.ext_wr_pointer: 4
last_fifo.ext_rd_pointer: 4
gen_fifos.fifo_i.ext_wr_pointer: 10
keep_fifo.ext_rd_pointer: 4
m_keep_FIFO: 2
keep_fifo.ext_wr_pointer: 4
gen_fifos.fifo_i.internal_memmory: 32
gen_fifos.fifo_i.ext_rd_pointer: 10
[power groups by stage]
stage         clock network (mW)  logic [mW]  registers, mW
global route               0.907        1.21           1.40
CTS                        0.868        1.10           1.36
finish                     0.852        1.09           1.36
[final cells by class]
class                   count  area share
repair buffers             18     0.02330
clock buffers              20     0.06498
inverters                  12    0.006553
clock inverters            12     0.01402
well taps                 184     0.03349
flip-flops and latches    122      0.4913
multi-input cells         327      0.3664
[critical path, cell delays in order (launching register included)]
cell and delay [ns]:
dfrtp_1 0.52, xor2_1 0.20, nor4_1 0.57, a22o_1 0.68, nor2_1 0.11, clkdlybuf4s50_1 0.43
Power and IR drop assume default switching activity.
